`flow/design.v`:
```
`timescale 1ns/1ns
module correlation(input wire signed [15:0] x,
				   input wire signed [15:0] y,
				   input wire 		        v,
				   input wire 			  clk,
				   input wire 			  rst,
				   output reg signed [15:0] R0,
				   output reg signed [15:0] R1,
				   output reg signed [15:0] R2,
				   output reg signed [15:0] R3,
				   output reg signed [15:0] R4,
				   output reg signed [15:0] R5,
				   output reg signed [15:0] R6,
				   output reg signed [15:0] R7,
				   output reg signed [15:0] R8,
				   output reg signed [15:0] R9,
				   output reg signed [15:0] R10,
				   output reg 		       vout);
		reg signed [15:0] d1, d2, d3, d4, d5, d6, d7, d8, d9, d10;
		reg signed [31:0] m0, m1, m2, m3, m4, m5, m6, m7, m8, m9, m10;
		reg               v0, v1, v2, v3, v4, v5, v6, v7, v8, v9, v10, v11, v12;
		reg signed  [47:0] add0, add1, add2, add3, add4, add5, add6, add7, add8, add9, add10;
		always @(posedge clk)
		begin
			if (rst)
			begin
				d1 <= 16'b0;
				d2 <= 16'b0;
				d3 <= 16'b0;
				d4 <= 16'b0;
				d5 <= 16'b0;
				d6 <= 16'b0;
				d7 <= 16'b0;
				d8 <= 16'b0;
				d9 <= 16'b0;
				d10 <= 16'b0;
				m0 <= 32'b0;
				m1 <= 32'b0;
				m2 <= 32'b0;
				m3 <= 32'b0;
				m4 <= 32'b0;
				m5 <= 32'b0;
				m6 <= 32'b0;
				m7 <= 32'b0;
				m8 <= 32'b0;
				m9 <= 32'b0;
				m10 <= 32'b0;
				add0 <= 48'b0;
				add1 <= 48'b0;
				add2 <= 48'b0;
				add3 <= 48'b0;
				add4 <= 48'b0;
				add5 <= 48'b0;
				add6 <= 48'b0;
				add7 <= 48'b0;
				add8 <= 48'b0;
				add9 <= 48'b0;
				add10 <= 48'b0;
				R0 <= 16'b0;
				R1 <= 16'b0;
				R2 <= 16'b0;
				R3 <= 16'b0;
				R4 <= 16'b0;
				R5 <= 16'b0;
				R6 <= 16'b0;
				R7 <= 16'b0;
				R8 <= 16'b0;
				R9 <= 16'b0;
				R10 <= 16'b0;
			end
			if (v)
			begin
				d1 <= y;
				d2 <= d1;
				d3 <= d2;
				d4 <= d3;
				d5 <= d4;
				d6 <= d5;
				d7 <= d6;
				d8 <= d7;
				d9 <= d8;
				d10 <= d9;
				m0 <= x * y;
				m1 <= x * d1;
				m2 <= x * d2;
				m3 <= x * d3;
				m4 <= x * d4;
				m5 <= x * d5;
				m6 <= x * d6;
				m7 <= x * d7;
				m8 <= x * d8;
				m9 <= x * d9;
				m10 <= x * d10;
				add0 <= add0 + m0;
				add1 <= add1 + m1;
				add2 <= add2 + m2;
				add3 <= add3 + m3;
				add4 <= add4 + m4;
				add5 <= add5 + m5;
				add6 <= add6 + m6;
				add7 <= add7 + m7;
				add8 <= add8 + m8;
				add9 <= add9 + m9;
				add10 <= add10 + m10;
				R0 <= add0 >>> 32;
				R1 <= add1 >>> 32;
				R2 <= add2 >>> 32;
				R3 <= add3 >>> 32;
				R4 <= add4 >>> 32;
				R5 <= add5 >>> 32;
				R6 <= add6 >>> 32;
				R7 <= add7 >>> 32;
				R8 <= add8 >>> 32;
				R9 <= add9 >>> 32;
				R10 <= add10 >>> 32;
				v0 <= v;
				v1 <= v0;
				v2 <= v1;
				v3 <= v2;
				v4 <= v3;
				v5 <= v4;
				v6 <= v5;
				v7 <= v6;
				v8 <= v7;
				v9 <= v8;
				v10 <= v9;
				v11 <= v10;
				vout <= v11;
			end else
			begin
				vout <= 16'b0;
			end
		end
endmodule
```
`flow/run.sh`:
```
#!/bin/bash
# OpenROAD 26Q1-2900-gdf79404cd8, Yosys 0.63+post, stock flow scripts
make -C /OpenROAD-flow-scripts/flow DESIGN_CONFIG=/design/flow/config.mk WORK_HOME=/design/flow/orfs finish
```
`flow/config.mk`:
```
export PLATFORM = sky130hd
export DESIGN_NAME = correlation
export DESIGN_NICKNAME = correlation
export VERILOG_FILES = /design/flow/design.v
export SDC_FILE = /design/flow/constraint.sdc
export NUM_CORES = 4
export LEC_CHECK = 1
export CORE_UTILIZATION = 50
```
`flow/constraint.sdc`:
```
current_design correlation

set clk_period 52.3
set clk_io_pct 0.2

create_clock -name clk0 -period $clk_period [get_ports {clk}]

set non_clock_inputs [all_inputs -no_clocks]
set_input_delay [expr $clk_period * $clk_io_pct] -clock clk0 $non_clock_inputs
set_output_delay [expr $clk_period * $clk_io_pct] -clock clk0 [all_outputs]
```
==> results.toml <==
# physical design summary
[run_status]
run_status = "finished clean"

[yosys]
largest_area_cell = "sky130_fd_sc_hd__fa_1"
synthDominantCellAreaShare_pct = 32.7
postSynth.topFlopCell = "sky130_fd_sc_hd__edfxtp_1"
yosysWarningCount = 1
synth.avg_cell_area_um2 = 9.73
synth_chip_area_um2 = 177000
async_reset_ff_share_pct = 0
synth_top_cell_by_count = "sky130_fd_sc_hd__inv_1"
post_synth_inst_count = 18200
ys.flops = 1217
synth-edff-count = 1216
synthDistinctLibCells = 96
top_cells_by_count = "sky130_fd_sc_hd__inv_1, sky130_fd_sc_hd__fa_1, sky130_fd_sc_hd__and2_1"
yosys-stat-cells = 18200
area_leaders = "sky130_fd_sc_hd__fa_1, sky130_fd_sc_hd__edfxtp_1, sky130_fd_sc_hd__ha_1, sky130_fd_sc_hd__inv_1, sky130_fd_sc_hd__and2_1"
synthesis.area_um2 = 177000
ys_seq_share_pct = 20.6

[detailed_routing]
postRouteAntennaNets = 0
vias = 121000
route.detailed.drc = 0
dr.first_iter.drc_count = 5304
drt_pre_antenna_iters = 5
route.final.wire_length_um = 409000
via_per_inst = 5.26
routedWlPerCell_um = 17.9

[critical_path]
worst-r2r-setup-slack_ps = 45140
timing.critical_path.max_delay_family = "adder cells"
cp.buffers_inverters = 6
worst_path_largest_cell_delay_ps = 650
worstSetupEndpointType = "flop"
setup.worst_path.class = "in2reg"
timing.critical_path.fanout_max = 35
worst-path-stages = 25
worstPathRequired_ps = 52870
cp-startpoint = "x[10]"
r2r_start = "d5[10]"
worst-r2r-cell-count = 23
cp-start-kind = "input port"
cp-endpoint = "m3[28]"
critical_path.reg2reg.endpoint = "m5[30]"
cpMaxStageDelayCell = "sky130_fd_sc_hd__a2111oi_1"
arrival_ps = 18610
crit_path_most_repeated_cell = "sky130_fd_sc_hd__fa_1"

[cells_and_area]
final.fill_count = 31500
design_area_um2 = 190000
drive_gt1_share_pct = 3.16
layout.area.seq_um2 = 36500
combGateArea_um2 = 125000
syn2layout_area_growth_pct = 7.14

[sta]
grt_setup_unrepaired = "false"
finalSetupViolations = 0
whs_ps = 545
timing_max_transition_violations_final = 0
max_freq_ghz = 0.0554
relSlewSlack_pct = 22.8
slew_at_the_pin_with_the_worst_max_slew_slack_ps = 1160
clock-skew-final_ps = 42.3
fin_crit_sh_pct = 34.5
timing.final.crit_period_ps = 18050
final-hold-violation-count = 0
fin_tns_setup_ps = 0
postLayoutSetupSlackWorst_ps = 34250

[floorplanning]
initCoreUtil_pct = 50.2
die_height_um = 597
core_area_um2 = 352000
die_area_um2 = 356000
row_count = 218
design.portCount = 212
dieWidth_um = 597

[place]
placed_cell_areas_um2 = 184000
place_worst_setup_slack_ps = 33370
gp_congestion = 0.929
dp_hpwl_um = 308000
portBuffers = 211

[run]
stage_log_warnings = 32
maxCapViolations = 0

[clock_tree]
cts_post_setup_buffers_inserted = 0
htree_levels = 4
tritoncts_clock_tree = "yes"
worst_setup_hold_path_clk_slew_ps = 60
cts_inserted_buffers = 164
root_buffer = "sky130_fd_sc_hd__clkbuf_16"
cts_hold_repair.buffers = 0
clock_latency_reported_for_the_late_side_of_the_worst_skew_pair_ps = 870
ctsLongestPathBuffers = 4
tritoncts_sink_count = 1217
post_cts_resized = 0

[grt]
first_global_vias = 127000
grt_max_degree = 122
grt_first_pass_wirelength_um = 681000
grt_antenna_before_repair = 6
globalRouteTotalUtil_pct = 25.9
globalRoute.totalOverflow = 0

[worst_hold_path]
hold_path_class = "reg2reg"
## logic make-up after synthesis
kind of cell               count (synthesis)  share of synthesized area, %
and+or+nand+nor                         5528                          15.5
DFF                                     1217                          20.6
adders and majority gates               4312                          42.8
muxes                                     17                        0.0962
xor gates and xnor gates                 775                          3.84
AOI/OAI and AO/OA                       2331                          8.62
buffers and inverters                   4005                          8.50
## cell usage in the layout (no fill, tap or decap), types with 33 or more instances in the layout
master | netlist | final
sky130_fd_sc_hd__fa_1 | 2893 | 2893
sky130_fd_sc_hd__or3_1 | 33 | 33
sky130_fd_sc_hd__nor3_1 | 162 | 162
sky130_fd_sc_hd__a31oi_1 | 86 | 86
sky130_fd_sc_hd__a211oi_1 | 88 | 88
sky130_fd_sc_hd__nand2_1 | 1660 | 1660
sky130_fd_sc_hd__nand2b_1 | 165 | 165
sky130_fd_sc_hd__xnor2_1 | 430 | 430
sky130_fd_sc_hd__o21a_1 | 105 | 105
sky130_fd_sc_hd__nor2b_1 | 117 | 117
sky130_fd_sc_hd__o211ai_1 | 46 | 46
sky130_fd_sc_hd__clkdlybuf4s50_1 | 0 | 194
sky130_fd_sc_hd__edfxtp_1 | 1216 | 1216
sky130_fd_sc_hd__clkbuf_16 | 0 | 166
sky130_fd_sc_hd__ha_1 | 1419 | 1419
sky130_fd_sc_hd__o21bai_1 | 107 | 107
sky130_fd_sc_hd__o21ai_0 | 373 | 373
sky130_fd_sc_hd__and3_1 | 108 | 108
sky130_fd_sc_hd__a21o_1 | 504 | 504
sky130_fd_sc_hd__and2_1 | 1817 | 1817
sky130_fd_sc_hd__nand3_1 | 152 | 152
sky130_fd_sc_hd__buf_4 | 0 | 204
sky130_fd_sc_hd__xor2_1 | 345 | 345
sky130_fd_sc_hd__inv_1 | 3291 | 3291
sky130_fd_sc_hd__nand4_1 | 85 | 85
sky130_fd_sc_hd__nor2_1 | 1096 | 1096
sky130_fd_sc_hd__a21oi_1 | 682 | 682
## layout make-up
type	instances	share of cell area, %
Timing Repair Buffer	417	1.96
Inverter	3292	6.52
Tap cell	4730	3.12
Sequential cell	1217	19.3
Antenna cell	6	0.00792
Clock buffer	185	2.23
Multi-Input combinational cell	13000	66.1
Clock inverter	117	0.758
## flip-flops by register name, indices dropped and copies added, names as in the netlist, 32 cells and up
signal / flops
m3: 32
m5: 32
add4: 48
add10: 48
add3: 48
m8: 32
m10: 32
add8: 48
m2: 32
add2: 48
add0: 48
m0: 32
add1: 48
add9: 48
add7: 48
add6: 48
add5: 48
m6: 32
m9: 32
m1: 32
m4: 32
m7: 32
## how the worst min path moves through the flow
| stage | startpoint | end | slack (ps) | cells past startpoint |
|---|---|---|---|---|
| finish | add2[34] | R2[2] | 550 | 1 |
| CTS | add2[34] | R2[2] | 540 | 1 |
| global route | add2[34] | R2[2] | 580 | 1 |
## per-stage QoR
| step | instances | util, % |
|---|---|---|
| after CTS | 22900 | 53.8 |
| final | 22900 | 53.8 |
| after global routing | 22900 | 53.8 |
| after detailed placement | 22600 | 52.2 |
| after global placement | 22600 | 52.2 |
| after floorplan | 18200 | - |
## per-layer routing
| metal | global-route usage (%) | up-vias | part of all wire, % |
|---|---|---|---|
| li1 | - | 57400 | - |
| met1 | 40.5 | 59600 | 44 |
| met2 | 38.1 | 3273 | 45 |
| met3 | 9.70 | 427 | 9.1 |
| met4 | 3.65 | 6 | 1.8 |
| met5 | 0.947 | - | 0.097 |
